==> /design/flow/config.mk <==
export PLATFORM = sky130hd
export DESIGN_NAME = cla_16bits_LCU
export DESIGN_NICKNAME = cla_16bits_LCU
export VERILOG_FILES = /design/flow/design.v
export SDC_FILE = /design/flow/constraint.sdc
export NUM_CORES = 4
export LEC_CHECK = 1
export CORE_AREA = 10 10 80 80
export DIE_AREA = 0 0 90 90
export SYNTH_HDL_FRONTEND = slang
==> /design/flow/constraint.sdc <==
current_design cla_16bits_LCU

set clk_period 4.9
set clk_io_pct 0.2

create_clock -name clk0 -period $clk_period

set non_clock_inputs [all_inputs -no_clocks]
set_input_delay [expr $clk_period * $clk_io_pct] -clock clk0 $non_clock_inputs
set_output_delay [expr $clk_period * $clk_io_pct] -clock clk0 [all_outputs]
==> /design/flow/design.v <==
`timescale 1ns / 1ps
module cla_16bits_LCU(
	input[15:0] in1, 
	input[15:0] in2, 
	input cin, 
	output[15:0] sum, 
	output cout,
	output P, 
	output G
); 
	 wire[3:0] p, g;
	 wire[3:1] carry;
	 cla_4bits_augmented cla1(in1[3:0], in2[3:0], cin, sum[3:0], p[0], g[0]);
	 cla_4bits_augmented cla2(in1[7:4], in2[7:4], carry[1], sum[7:4], p[1], g[1]);
	 cla_4bits_augmented cla3(in1[11:8], in2[11:8], carry[2], sum[11:8], p[2], g[2]);
	 cla_4bits_augmented cla4(in1[15:12], in2[15:12], carry[3], sum[15:12], p[3], g[3]);
	 look_ahead_carry_unit lcu(cin, p, g, carry, cout, P, G);
endmodule
`timescale 1ns / 1ps
module cla_4bits_augmented(
    input [3:0] in1,
    input [3:0] in2,
    input cin,
    output [3:0] sum,
    output p,
    output g
	 );
	wire[3:0] G, P, carry;
	assign G = in1 & in2;
	assign P = in1 ^ in2;
	assign carry[0] = cin;
	assign carry[1] = G[0] | (P[0] & cin);
	assign carry[2] = G[1] | (P[1] & G[0]) | (P[1] & P[0] & cin);
	assign carry[3] = G[2] | (P[2] & G[1]) | (P[2] & P[1] & G[0]) | (P[2] & P[1] & P[0] & cin);
	assign sum = P ^ carry;
	assign p = P[3] & P[2] & P[1] & P[0];
	assign g = G[3] | (P[3] & G[2]) | (P[3] & P[2] & G[1]) | (P[3] & P[2] & P[1] & G[0]);
endmodule
`timescale 1ns / 1ps
module look_ahead_carry_unit(
    input cin,
    input[3:0] P,
    input[3:0] G,
    output[3:1]  carry,
	 output cout,
    output Pout,
    output Gout
    );
	assign carry[1] = G[0] | (P[0] & cin);
	assign carry[2] = G[1] | (P[1] & G[0]) | (P[1] & P[0] & cin);
	assign carry[3] = G[2] | (P[2] & G[1]) | (P[2] & P[1] & G[0]) | (P[2] & P[1] & P[0] & cin);
	assign cout = G[3] | (P[3] & G[2]) | (P[3] & P[2] & G[1]) | (P[3] & P[2] & P[1] & G[0]) | (P[3] & P[2] & P[1] & P[0] & cin);
	assign Pout = P[3] & P[2] & P[1] & P[0];
	assign Gout = G[3] | (P[3] & G[2]) | (P[3] & P[2] & G[1]) | (P[3] & P[2] & P[1] & G[0]);
endmodule
==> /design/flow/run.sh <==
#!/bin/bash
# OpenROAD 26Q1-2900-gdf79404cd8, Yosys 0.63+post, stock flow scripts
make -C /OpenROAD-flow-scripts/flow DESIGN_CONFIG=/design/flow/config.mk WORK_HOME=/design/flow/orfs finish
==> impl_metrics.yaml <==
# physical design summary
yosys:
  synth-warning-count: 0
  post-synth-top-area-fraction_pct: 27.5
  syn_avg_cell_area_um2: 8.27
  synth-cells-yosys: 88
  yosys.stat.seqShare_pct: 0
  post_synth_inst_count: 88
  synth.lib_cells_used.distinct: 27
  mappedNetlistArea_um2: 728
  synth_chip_area_um2: 728
  synth_top_area_cells: "ha_1 27%, fa_1 11%, xnor2_1 11%"
  top_area_cell: "ha_1"
routing:
  routed-via-count: 795
  route.antenna.remaining_nets: 0
  antenna_cells_inserted: 0
  dr_drc_count: 0
  detail_route.wl_per_cell_um: 11.3
  drt_first_pass_iters: 3
  drt-total-wl_um: 2340
  dr.first_iter.drc_count: 32
  routed_via_count_divided_by_cell_count: 3.84
placed_design:
  placedCellCount: 207
  placement.io_buffers: 52
  hpwl_um: 2160
  place.gp.congestion: 0.712
  pre_cts_slack_ns: 0.525
global_routing:
  grt_pass1_vias: 907
  grt_antenna_before_repair: 0
  grt_start_max_net_pins: 6
  grt_first_pass_wirelength_um: 4070
  grtUsageTotal_pct: 5.74
  gr-total-overflow: 0
final_timing:
  tns_ns: 0
  setup_slack_ns: 0.552
  drv_slew: 0
  final-setup-viol-count: 0
  fmaxAchievable_ghz: 0.230
  worst-slew-pin-transition_ns: 0.283
  timing.final.crit_share_pct: 88.7
  finalHoldViolCount: 0
  slew_headroom_pct: 81.0
  final_period_minus_worst_setup_slack_ns: 4.35
  rsz_0062_raised_after_global_routing: "false"
pwr:
  power.net_switching_uw: 60.6
  power.switching_fraction_pct: 34.5
  power_frac_comb_pct: 100.0
  power_frac_seq_pct: 0
  power.density_nw_per_um2: 132
  p_total_uw: 175
  irDropWorstVdd_mv: 0.0440
  clock_power_share_pct: 0
  power_leakage_uw: 0.000527
  internal_power_uw: 115
final_layout:
  seqCellArea_um2: 0
  n_clock_buffer: 0
  seq_cell_count: 0
  syn_to_final_growth_pct: 83.0
  final_layout_size_suffix_gt1_share_pct: 4.29
  final_cells: 207
  finalCoreUtilization_pct: 28.2
worst_setup_path:
  timing.critical_path.buf_inv: 2
  criticalPathCategory: "input pin to output port"
  cp_data_arrival_time_ns: 3.37
  critPathTopFamily: "buffers and inverters"
  cpMaxStageDelayCell: "clkdlybuf4s50_1"
  sort_of_element_at_the_end_of_the_critical_path: "output port"
  crit_path_cell_trace: "clkdlybuf4s50_1, ha_1, a21oi_1, o21a_1, o21ai_0, fa_1, xor2_1, clkdlybuf4s50_1"
  most_frequent_cp_cell: "clkdlybuf4s50_1"
  critPathMaxStageDelay_ns: 0.50
  timing.critical_path.required_ns: 3.92
  start_kind: "input pin"
  path_max_fanout: 5
clock_network:
  post_cts_buffers: 0
  post_cts_sizing_count: 0
  cts_hold_buf: 0
flow_run:
  openroad.warnings: 32
  timing.max_cap.violations: 0
die:
  floorplan.core_util_pct: 15.4
  chipHeight_um: 90
  die_x_um: 90
  num_rows: 25
  fp.coreArea_um2: 4720
  pin_count: 52
  dieArea_um2: 8100
worst_hold_path:
  worst_hold_path_type: "input pin to output port"
outcome:
  outcome: "completed"
==> synthesized netlist by cell type <==
library cell / count
o21ai_0: 1
xor2_1: 3
inv_1: 4
nor2b_1: 1
o221ai_2: 1
fa_1: 4
nor4_1: 1
a31oi_1: 4
a211oi_1: 1
a21oi_1: 8
o21a_1: 2
nor2_1: 5
o211a_4: 1
nor3_1: 1
a311oi_2: 1
nand4_1: 4
inv_2: 1
and2_1: 2
xnor2_1: 9
a21o_1: 6
ha_1: 16
nand3_1: 3
or2_0: 1
o31ai_1: 1
a31o_2: 1
a21oi_2: 1
nand2_1: 5
==> layer usage <==
layer | vias up | track usage, % | routed length [µm]
li1 | 438 | - | -
met1 | 329 | 7.78 | 1210
met2 | 28 | 9.93 | 1020
met3 | 0 | 0.922 | 109
met4 | 0 | 0 | 0
met5 | - | 0 | 0
==> per-stage QoR <==
step	instance area [µm²]	hold WS, ns
final	1330	3.00
after global routing	1330	3.05
after CTS	1330	3.03
after detailed placement	1330	3.03
after global placement	1330	3.03
after floorplan	728	2.03
==> power groups by stage <==
stage / sequential [µW] / clock, µW / combinational [µW]
CTS: 0 / 0 / 181
global route: 0 / 0 / 198
finish: 0 / 0 / 175
==> path summary, 6_finish.rpt <==
kind / from / to / slack, ns / cells after the start
worst max-delay path: in1[5] / sum[9] / 0.55 / 8
worst min-delay path: cin / cout / 3.00 / 4
==> placed cells by master (no fill, tap or decap) <==
cell,count
clkdlybuf4s50_1,52
inv_1,4
o211a_4,1
o31ai_1,1
nand3_1,3
ha_1,16
o221ai_2,1
a31oi_1,4
nor4_1,1
inv_2,1
o21ai_0,1
xor2_1,3
o21a_1,2
a21oi_1,8
or2_0,1
nor3_1,1
nor2_1,5
nor2b_1,1
a21oi_2,1
xnor2_1,9
nand2_1,5
a311oi_2,1
a211oi_1,1
a31o_2,1
and2_1,2
fa_1,4
a21o_1,6
nand4_1,4
==> final cells by class <==
type / count / area, µm²
Fill cell: 508 / 3390
Multi-Input combinational cell: 83 / 709
Timing Repair Buffer: 52 / 520
Tap cell: 67 / 83.8
Inverter: 5 / 18.8
==> logic make-up after synthesis <==
| kind of cell | count (synthesis) | synth area share [%] |
|---|---|---|
| and+or+nand+nor | 23 | 15.6 |
| buffers and inverters | 5 | 2.58 |
| xor gates and xnor gates | 12 | 14.4 |
| AOI/OAI and AO/OA | 28 | 28.9 |
| adders and majority gates | 20 | 38.5 |
Power is estimated from default activity; no workload was simulated.
