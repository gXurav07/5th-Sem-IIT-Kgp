`flow/run.sh`:
```
#!/bin/bash
# OpenROAD 26Q1-2900-gdf79404cd8, Yosys 0.63+post, stock flow scripts
make -C /OpenROAD-flow-scripts/flow DESIGN_CONFIG=/design/flow/config.mk WORK_HOME=/design/flow/orfs finish
```
`flow/config.mk`:
```
export PLATFORM = sky130hd
export DESIGN_NAME = rca_64bits
export DESIGN_NICKNAME = rca_64bits
export VERILOG_FILES = /design/flow/design.v
export SDC_FILE = /design/flow/constraint.sdc
export NUM_CORES = 4
export LEC_CHECK = 1
export CORE_UTILIZATION = 30
export SYNTH_HDL_FRONTEND = slang
```
`flow/constraint.sdc`:
```
current_design rca_64bits

set clk_period 62.5
set clk_io_pct 0.2

create_clock -name clk0 -period $clk_period

set non_clock_inputs [all_inputs -no_clocks]
set_input_delay [expr $clk_period * $clk_io_pct] -clock clk0 $non_clock_inputs
set_output_delay [expr $clk_period * $clk_io_pct] -clock clk0 [all_outputs]
```
`flow/design.v`:
```
`timescale 1ns / 1ps
module rca_16bits(input[15:0] in1, input[15:0] in2, input cin, output[15:0] out, output cout);
	wire carry;
	rca_8bits addr1(in1[7:0],in2[7:0],cin,out[7:0],carry);
	rca_8bits addr2(in1[15:8],in2[15:8],carry,out[15:8],cout);
endmodule
`timescale 1ns / 1ps
module rca_32bits(input[31:0] in1, input[31:0] in2, input cin, output[31:0] out, output cout);
	wire carry;
	rca_16bits addr1(in1[15:0],in2[15:0],cin,out[15:0],carry);
	rca_16bits addr2(in1[31:16],in2[31:16],carry,out[31:16],cout);
endmodule
`timescale 1ns / 1ps
module full_addr(input in1, input in2, input cin, output out, output cout);
	wire g2_out, g3_out, g4_out;
	xor g1(out, in1, in2, cin);
	and g2(g2_out, in1, in2);
	xor g3(g3_out, in1, in2);
	and g4(g4_out, g3_out, cin);
	or  g5(cout, g2_out, g4_out);
endmodule
`timescale 1ns / 1ps
module rca_64bits(input[63:0] in1, input[63:0] in2, input cin, output[63:0] out, output cout);
	wire carry;
	rca_32bits addr1(in1[31:0],in2[31:0],cin,out[31:0],carry);
	rca_32bits addr2(in1[63:32],in2[63:32],carry,out[63:32],cout);
endmodule
`timescale 1ns / 1ps
module rca_8bits(input[7:0] in1, input[7:0] in2, input cin, output[7:0] out, output cout);
	wire carry0, carry1, carry2, carry3, carry4, carry5, carry6;
	full_addr fa1(in1[0],in2[0],cin,out[0],carry0);
	full_addr fa2(in1[1],in2[1],carry0,out[1],carry1);
	full_addr fa3(in1[2],in2[2],carry1,out[2],carry2);
	full_addr fa4(in1[3],in2[3],carry2,out[3],carry3);
	full_addr fa5(in1[4],in2[4],carry3,out[4],carry4);
	full_addr fa6(in1[5],in2[5],carry4,out[5],carry5);
	full_addr fa7(in1[6],in2[6],carry5,out[6],carry6);
	full_addr fa8(in1[7],in2[7],carry6,out[7],cout);
endmodule
```
==> impl_metrics.toml <==
# yosys + openroad results
[routing]
drc = 0
routed-via-count = 1330
diodes = 0
drtAntennaViolNets = 0
avgViaCountPerCell = 3.91
first_iter_violations = 8
dr.pass1.iters = 4
wl_per_cell_um = 12.9
finalWirelength_mm = 4.40

[pwr]
ir_drop_mv = 0.00502
clkPwrFrac = 0
total_power_uw = 32.8
p_leak_nw = 1.28
comb_power_share = 1.000
swShare = 0.238
p_int_uw = 25.0
power_switching_uw = 7.81
powerDensity_nw_per_um2 = 9.78
power_frac_seq = 0

[synthesis]
syn_inst = 138
top_cells_by_area = "fa_1, buf_4, inv_1"
top_logic_kind = "adder cells"
post-synth-top-area-fraction = 0.712
yosys_area_um2 = 1800
ys_sh_simple = 0
synth_top_cell_by_area = "fa_1"
synth_area_um2 = 1800
ys_warn_count = 0
yosys_cells = 138
synth_adder_area_share = 0.712
ys_types = 3
xor_area_frac = 0
avgSynthCellArea_um2 = 13.0
muxShareOfSynthArea = 0
ys_seq_share = 0
compound_area_frac = 0

[flow_run]
cap_viol_max_count = 0
warnings = 33

[floorplan]
die_area_um2 = 6310
die_x_um = 79.4
fp_util = 0.319
die_y_um = 79.4
core_um2 = 5640
io_pins = 194
rows = 27

[layout]
stdcell_area_um2 = 3350
seqCellArea_um2 = 0
final_core_util = 0.594
clkbuf_count = 0
fill_cells = 477
logic_area_um2 = 1280
design.seq.count = 0
area_growth_pct = 86.2
final_layout_size_suffix_gt1_frac = 0

[clock_network]
cts-hold-fix-buffers = 0
cts_repair_resize_count = 0
cts_setup_buffers = 0

[global_route]
antenna_found_initial = 0
grt_max_degree = 2
grt-ovfl-total = 0
grt_pass1_wl_mm = 6.91
groute.usage.overall = 0.153
grt_pass1_vias = 1421

[final_timing]
fin_setup_tns_ns = 0
fmax_ghz = 0.0196
setup_viol = 0
fin_crit_ns = 50.93
maxSlewViolCount = 0
worst_slew_pin_slew_ns = 0.108
post-route-period-util = 0.815
relSlewSlack = 0.928
hold_viol_final = 0
holdWs_ns = 26.02
rsz0062_at_grt = "no"

[placed_design]
dp_hpwl_mm = 4.43
place.gp.congestion = 0.820
postPlaceCellArea_um2 = 3350
portBuffers = 194

[setup_path]
crit_top_cell = "fa_1"
cp-start-kind = "input pin"
critical_path_peak_fanout = 1
critPathKind = "input pin to primary output"
crit_slowest_cell = "clkdlybuf4s50_1"
max_stage_delay_ns = 0.44
cp.required_ns = 50.00
worstSetupEndpointType = "primary output"
crit_arrival_ns = 38.43

[hold_path]
min_to = "out[0]"
min_from = "cin"
hold_depth = 5
hp-class = "input pin to primary output"

[status]
status = "finished, final reports clean"
==> worst max-delay path by stage <==
stage,slack (ns),start,end,depth (start not counted)
6_report,11.57,in1[0],out[63],70
5_1_grt,10.57,in1[0],out[63],70
4_1_cts,11.48,in1[0],out[63],70
==> placed cells by master (no fill, tap or decap) <==
cell type	instances
clkdlybuf4s50_1	194
fa_1	64
inv_1	10
==> area by class of cell <==
| type | instances | share of cell area |
|---|---|---|
| repair buffers | 194 | 0.580 |
| well taps | 72 | 0.0269 |
| inverters | 10 | 0.0112 |
| multi-input cells | 64 | 0.382 |
==> logic make-up (layout without fill, tap and decap cells) <==
family,after synthesis,after routing
buf+inv,74,204
fa+ha+maj,64,64
==> worst max-delay path: cells and delay by family <==
family / cells / cell delay (ns)
fa+ha+maj: 64 / 24.81
buf+inv: 6 / 1.10
==> cells in the mapped netlist (all sizes together) <==
library cell,instances
fa,64
inv,10
buf,64
==> power by group through the flow <==
stage | logic (mW) | registers [mW] | clock network [mW]
CTS | 0.0336 | 0 | 0
finish | 0.0328 | 0 | 0
global route | 0.0371 | 0 | 0
==> stage by stage <==
step | instances | setup slack (ns)
after floorplan | 138 | 13.14
after global placement | 340 | 11.61
after detailed placement | 340 | 11.52
after CTS | 340 | 11.48
after global routing | 340 | 10.57
final | 340 | 11.57
==> metal layers <==
| metal | global-route usage | part of all wire | vias up |
|---|---|---|---|
| li1 | - | - | 600 |
| met1 | 0.203 | 0.33 | 614 |
| met2 | 0.264 | 0.52 | 116 |
| met3 | 0.0557 | 0.15 | 0 |
| met4 | 0 | 0 | 0 |
| met5 | 0 | 0 | - |
Power figures rest on the tool's default switching activity, not on a simulated workload.
