<file path="flow/config.mk">
export PLATFORM = sky130hd
export DESIGN_NAME = cla_16bits_Ripple
export DESIGN_NICKNAME = cla_16bits_Ripple
export VERILOG_FILES = /design/flow/design.v
export SDC_FILE = /design/flow/constraint.sdc
export NUM_CORES = 4
export LEC_CHECK = 1
export CORE_AREA = 10 10 70 70
export DIE_AREA = 0 0 80 80
export SYNTH_HDL_FRONTEND = slang
</file>
<file path="flow/constraint.sdc">
current_design cla_16bits_Ripple

set clk_period 12.0
set clk_io_pct 0.2

create_clock -name clk0 -period $clk_period

set non_clock_inputs [all_inputs -no_clocks]
set_input_delay [expr $clk_period * $clk_io_pct] -clock clk0 $non_clock_inputs
set_output_delay [expr $clk_period * $clk_io_pct] -clock clk0 [all_outputs]
</file>
<file path="flow/design.v">
`timescale 1ns / 1ps
module cla_4bits(input[3:0] in1, input[3:0] in2, input cin, output[3:0] sum, output cout);
	wire[3:0] G, P, carry;
	assign G = in1 & in2;
	assign P = in1 ^ in2;
	assign carry[0] = cin;
	assign carry[1] = G[0] | (P[0] & cin);
	assign carry[2] = G[1] | (P[1] & G[0]) | (P[1] & P[0] & cin);
	assign carry[3] = G[2] | (P[2] & G[1]) | (P[2] & P[1] & G[0]) | (P[2] & P[1] & P[0] & cin);
	assign cout = G[3] | (P[3] & G[2]) | (P[3] & P[2] & G[1]) | (P[3] & P[2] & P[1] & G[0]) | (P[3] & P[2] & P[1] & P[0] & cin);
	assign sum = P ^ carry;
endmodule
`timescale 1ns / 1ps
module cla_16bits_Ripple(input [15:0] in1, input [15:0] in2, input cin, output [15:0] sum, output cout);
    wire [2:0] carry;
    cla_4bits cla1(in1[3:0], in2[3:0], cin, sum[3:0], carry[0]);
    cla_4bits cla2(in1[7:4], in2[7:4], carry[0], sum[7:4], carry[1]);
    cla_4bits cla3(in1[11:8], in2[11:8], carry[1], sum[11:8], carry[2]);
    cla_4bits cla4(in1[15:12], in2[15:12], carry[2], sum[15:12], cout);
endmodule
</file>
<file path="flow/run.sh">
#!/bin/bash
# OpenROAD 26Q1-2900-gdf79404cd8, Yosys 0.63+post, stock flow scripts
make -C /OpenROAD-flow-scripts/flow DESIGN_CONFIG=/design/flow/config.mk WORK_HOME=/design/flow/orfs finish
</file>
==> impl_metrics.env <==
# flow metrics
export IMPL_ys_warnings_count=0
export IMPL_min_path_type="primary input to output port"
export IMPL_grt_pass1_vias=742
export IMPL_arrival_ns=5.34
export IMPL_areaGrowthSynthToFinish_pct=92.0
export IMPL_hpwl_um=1870
export IMPL_drive_above_1_share_pct=1.72
export IMPL_status="complete, no violations"
export IMPL_port_buffers=50
export IMPL_finalSetupTns_ns=0
export IMPL_ir_drop_uv=18.7
export IMPL_syn_area_per_cell_um2=9.19
export IMPL_rows=21
export IMPL_lay_top_cells="clkdlybuf4s50_1 (50), ha_1 (16), xnor2_1 (8)"
export IMPL_lay_top_count="clkdlybuf4s50_1"
export IMPL_die_w_um=80
export IMPL_wl_met2_um=1010
export IMPL_power_w=0.0000629
export IMPL_wl_per_cell_um=12.1
export IMPL_rsz0062_at_grt="no"
export IMPL_vias=679
export IMPL_place_gp_congestion=0.750
export IMPL_vias_per_cell=4.19
export IMPL_ys_seq_share_pct=0
export IMPL_synth_cell_type_count=20
export IMPL_worstSetupEndpointType="output port"
export IMPL_drtAntennaViolNets=0
export IMPL_ys_chip_area_um2=607
export IMPL_ctsResizeCount=0
export IMPL_syn_inst=66
export IMPL_period_used_pct=64.5
export IMPL_slew_viol_final=0
export IMPL_fp_dieArea_um2=6400
export IMPL_fp_dieH_um=80
export IMPL_tightest_slew_ns=0.187
export IMPL_cts_setup_buffers=0
export IMPL_antenna_cells=0
export IMPL_start_kind="primary input"
export IMPL_fmax_ghz=0.129
export IMPL_power_density_nw_per_um2=54.0
export IMPL_nClkBuffers=0
export IMPL_openroad_warnings=32
export IMPL_antenna_found_initial=0
export IMPL_worstPathRequired_ns=9.60
export IMPL_dr_pass1_iters=3
export IMPL_wl_met3_um=222
export IMPL_fillers=358
export IMPL_drc_errors=0
export IMPL_grt_pass1_wl_um=3120
export IMPL_logic_area_um2=584
export IMPL_cap_violations=0
export IMPL_slew_headroom_pct=87.5
export IMPL_drt_iter0_markers=14
export IMPL_hold_violations=0
export IMPL_routed_wl_um=1960
export IMPL_hold_slack_ns=5.89
export IMPL_syn_cell_area_um2=607
export IMPL_ys_cells=66
export IMPL_met1_length_um=722
export IMPL_coreArea_um2=3420
export IMPL_cts_hold_buf=0
export IMPL_path_class="primary input to output port"
export IMPL_gr_total_overflow=0
export IMPL_path_max_fanout=4
export IMPL_seqCellArea_um2=0
export IMPL_top_layer="met3"
export IMPL_setup_viol=0
export IMPL_grtUsageTotal_pct=5.73
export IMPL_dpl_cell_count=162
export IMPL_p_leak_nw=0.521
export IMPL_pin_count=50
export IMPL_layout_min_cycle_time_ns=7.74
export IMPL_layoutNonFillerInstCount=162
export IMPL_flop_count=0
export IMPL_initial_core_util_pct=17.8
export IMPL_grt_max_degree=5
-- per-layer routing --
metal | vias up | global-route usage (%)
li1 | 346 | -
met5 | - | 0
met4 | 0 | 0
met1 | 311 | 5.76
met3 | 0 | 2.39
met2 | 22 | 11.2
-- Yosys cell counts --
cell type	instances	area (µm²)
a41oi_2	1	16.3
o22ai_1	1	6.26
fa_1	4	80.1
xnor2_1	8	70.1
ha_1	16	200
inv_1	6	22.5
xor2_1	4	35.0
a31oi_1	2	12.5
nand3_1	1	5.00
and4_1	1	8.76
o21bai_1	1	7.51
nor2_1	2	7.51
a31o_2	1	8.76
or2_1	1	6.26
a21o_1	7	52.6
and3_1	1	6.26
a21oi_1	4	20.0
a31o_1	1	8.76
nor2b_1	2	12.5
a221o_1	2	20.0
-- path summary, 6_finish.rpt --
check | from | depth (start not counted) | to | slack (ns)
setup / recovery | in1[6] | 9 | sum[13] | 4.26
hold / removal | cin | 5 | sum[0] | 5.89
-- logic make-up (layout without fill, tap and decap cells) --
group,count (synthesis),in the layout,share of synthesized area [%]
compound gates,20,20,25.2
xor+xnor,12,12,17.3
fa+ha+maj,20,20,46.2
buf+inv,6,56,3.71
simple gates,8,8,7.63
-- metrics by stage --
step	utilization (%)	setup slack (ns)	area, µm²
floorplan	-	5.27	607
detailed placement	34.1	4.27	1160
finish	34.1	4.26	1160
global placement	34.1	4.27	1160
CTS	34.1	4.25	1160
global route	34.1	4.14	1160
-- power breakdown --
group	internal [W]	switching, W
registers	0	0
logic	0.0000434	0.0000195
clock network	0	0
-- final cells by class --
type | count | share of cell area [%]
well taps | 46 | 4.94
repair buffers | 50 | 43.0
multi-input cells | 60 | 50.2
inverters | 6 | 1.93
-- critical path, cell delays in order --
cell and delay, ns:
clkdlybuf4s50_1 0.41, ha_1 0.35, a21o_1 0.19, a221o_1 0.34, a31o_1 0.23, a221o_1 0.38
fa_1 0.39, xor2_1 0.17, clkdlybuf4s50_1 0.49
Power is estimated from default activity; no workload was simulated.
